## flow/config.mk

```make
export PLATFORM = sky130hd
export DESIGN_NAME = ALU
export DESIGN_NICKNAME = ALU
export VERILOG_FILES = /design/flow/design.v
export SDC_FILE = /design/flow/constraint.sdc
export NUM_CORES = 4
export LEC_CHECK = 1
export CORE_UTILIZATION = 40
```

## flow/constraint.sdc

```tcl
current_design ALU

set clk_period 31.5
set clk_io_pct 0.2

create_clock -name clk0 -period $clk_period

set non_clock_inputs [all_inputs -no_clocks]
set_input_delay [expr $clk_period * $clk_io_pct] -clock clk0 $non_clock_inputs
set_output_delay [expr $clk_period * $clk_io_pct] -clock clk0 [all_outputs]
```

## flow/design.v

```verilog
module ALU(input [63:0]A,B,input[3:0]ALUctrlInput,output reg [63:0]R,output reg zero);
  always@(*)begin
    case (ALUctrlInput)
      4'b0010:R=A+B;
      4'b0110:R=A-B;
      4'b0000:R=A&B;
      4'b0001:R=A|B;
      default:R=64'hxxxxxxxxxxxxxxxx;
    endcase
    if(R==0)zero=1;
    else zero=0;
  end
endmodule
module ALU_tb();
  reg [63:0]A,B;
  reg[3:0]ALUctrlInput;
  wire [63:0]R;
  wire zero;
  ALU uut(A,B,ALUctrlInput,R,zero);
  initial begin
    A=85;
    B=850000;
    ALUctrlInput=4'b0000;
    #20 $display("A: %d, B: %d, operation: AND\nResult: %d", A, B, R);
  end
endmodule
```

## flow/run.sh

```bash
#!/bin/bash
# OpenROAD 26Q1-2900-gdf79404cd8, Yosys 0.63+post, stock flow scripts
make -C /OpenROAD-flow-scripts/flow DESIGN_CONFIG=/design/flow/config.mk WORK_HOME=/design/flow/orfs finish
```

==> results_slide.txt <==
Flow Results at a Glance

Run
  • # Max-Cap Violations: 0
  • Log Warnings: 34

GRT
  • Antenna violations before repair: 1
  • Global-route wire length before repair: 45600 um
  • Total gr overflow: 0
  • Largest net degree at the start of global routing: 52
  • Total track usage: 0.3218
  • Vias in the first global route: 8347

Power
  • Switching Fraction: 0.5193
  • Peak VDD IR: around 0.000013 V
  • Pwr dens: 24.79 nW/um2
  • Internal: 0.1108 mW
  • P_sw: 0.1197 mW
  • Leakage: 3.503 nW

Detailed routing
  • Routed length per instance: ~20 um
  • Initial DRC count: 496
  • TritonRoute pass-1 iters: 5
  • DR DRC count: 0
  • Vias: ~9000
  • Via density: 6.058
  • Antenna-violating nets left: 0
  • Final WL: 29930 um

Critical path
  • Crit path required time: about 25 ns
  • Slowest cell on the critical path: or4_4
  • CP Cell Sequence: clkdlybuf4s50_1 -> or4_4 -> or3_4 -> nor4_4 -> nand3_2 -> nor3_1 -> nand2_1 -> or4_1 -> nor4_1 -> nor2_1 -> xnor2_1 -> ha_1 -> nand4_1 -> or2_2 -> a2111oi_2 -> a211o_1 -> nand3_1 -> and3b_1 -> xor2_1 -> o21ai_1 -> or4b_1 -> nor3_1 -> and4b_1 -> clkdlybuf4s50_1
  • CP startpoint kind: input pin
  • CP delay by family, top: simple AND/OR/NAND/NOR gates
  • Worst Path Buf+Inv: 2
  • Worst-path fanout max: 6
  • Critical path class: in2out
  • Worst EP arrival: 13.45 ns
  • Crit end category: output pin
  • Max stage delay on crit path: 0.56 ns

STA
  • Post-Route Setup TNS: 0 ns
  • Slew HR: 0.3074
  • Fin crit period: 19.75 ns
  • Final max-slew violation count: 0
  • Setup Viol. Count Final: 0
  • Final hold vios: 0
  • Worst slew pin tran: about 1.0 ns
  • Fmax: 50.64 MHz
  • Min Hold Slack: 13.64 ns
  • Post-layout period usage: 0.6268
  • RSZ-0062 raised after global routing: false

Final layout
  • Area Growth Syn to Fin: 28.73%
  • Flops: 0
  • Sequential cell area: 0 um2
  • Logic cell area: 6899 um2
  • Share of layout cells above drive strength 1: 0.03187
  • CLK BUF: 0
  • Fillers: 1800

Floorplan
  • Core ar.: 17480 um2
  • I/O pins: 197
  • Die height: 136.4 um
  • Row count: ~48
  • Initial Util: 0.4134
  • Chip Area: 18600 um2
  • Chip width: 136.4 um

Yosys
  • Post-synthesis sequential area ratio: 0
  • Syn Area/Cell: approximately 6.5 um2
  • Cells after synthesis: 1117
  • Syn Std Cell Area: 7224 um2
  • Ys cells: 1117
  • Synth warn: 1
  • YS chip area: 7224 um2
  • Unique masters post-synth: 75

Placed design
  • Gpl congestion: 1.011
  • Post-DP HPWL: 25240 um
  • # port buffers: 197

Clock tree
  • Post_cts resized: 0
  • Setup Fix Bufs, Post-CTS: 0
  • Hold-fix buffers at CTS: 0

Status
  • Status: finished, final reports clean

Min path
  • Min-delay worst type: in2out
[area by class of cell]
| type | count | area share |
|---|---|---|
| antenna | 1 | 0.0002691 |
| inverter | 24 | 0.009687 |
| multi-input combinational | 1026 | 0.7418 |
| tap | 225 | 0.03027 |
| timing repair buffer | 205 | 0.2179 |
[worst paths after layout]
path,slack (ns),endpoint,startpoint,cells after the start
min,13.64,R[21],ALUctrlInput[0],5
max,11.75,zero,B[14],24
[power groups by stage]
stage / Combinational, mW / Sequential [mW] / Clock (mW)
after global routing: 0.251 / 0 / 0
after CTS: 0.229 / 0 / 0
[kinds of logic (layout without fill, tap and decap cells)]
kind of cell / count (synthesis) / after routing / synth area share
multiplexers: 4 / 4 / 0.005542
XOR/XNOR: 109 / 109 / 0.1332
other: 0 / 1 / 0
buffers and inverters: 91 / 229 / 0.04867
adder cells (fa/ha/maj): 119 / 119 / 0.1891
AND-OR/OR-AND: 397 / 397 / 0.3459
AND/OR/NAND/NOR: 397 / 397 / 0.2776
[metal layers]
metal / up-vias / global-route usage / part of all wire
li1: 4479 / - / -
met1: 4123 / 0.4444 / 0.45
met2: 328 / 0.5448 / 0.47
met3: 42 / 0.03116 / 0.061
met4: 0 / 0.05617 / 0.021
met5: - / 0 / 0
[synthesized netlist by cell type, types with 6 or more instances]
cell type,n,share of area
nor3_1,37,0.026
a21oi_1,115,0.080
o31ai_1,24,0.025
o21a_1,12,0.012
o21ai_0,104,0.072
or3_1,21,0.018
inv_1,24,0.012
clkbuf_1,55,0.029
and2_1,7,0.0061
o21bai_1,12,0.012
and3_1,8,0.0069
nand4_1,28,0.024
xnor2_1,48,0.058
a21o_1,28,0.029
buf_2,8,0.0055
ha_1,66,0.11
xor2_1,60,0.073
and4_1,6,0.0073
a211oi_1,16,0.017
nor2_1,86,0.045
a211o_1,12,0.015
a31oi_1,16,0.014
nand2b_1,9,0.0078
maj3_1,52,0.072
nand3_1,17,0.012
nand2_1,128,0.067
nor4_1,11,0.0095
[placed cells by master, fill, tap and decap left out, types with 4 or more instances in the layout]
cell	n
a211o_1	12
a31oi_1	16
inv_1	24
o21a_1	12
o211ai_1	5
o22ai_1	4
maj3_1	52
mux2i_1	4
nor3_1	36
nand2b_1	9
nand4_1	28
o31a_1	4
or4_1	5
nor2b_1	4
a31o_2	5
nor4_1	11
or3_1	20
nor2_1	86
nand2_1	128
ha_1	66
and2_1	7
o21bai_1	12
and4_1	6
o41ai_1	4
a21o_1	28
clkdlybuf4s50_1	196
buf_4	8
and3_1	8
o31ai_1	24
a211oi_1	16
or2_2	5
a21oi_1	115
o21ai_0	104
xor2_1	60
nand3_1	17
a21boi_0	5
xnor2_1	48
[per-stage QoR]
stage,total power [mW],util,setup slack (ns),std cells,cell area (um2)
after floorplan,0.1207,-,13.56,1117,7224
after global placement,0.2301,0.5320,11.88,1480,9298
after detailed placement,0.2275,0.5320,11.77,1480,9298
after CTS,0.2292,0.5320,11.76,1480,9298
after global routing,0.2512,0.5320,11.22,1480,9298
final,0.2305,0.5321,11.75,1481,9300
Power figures rest on the tool's default switching activity, not on a simulated workload.
